<file path="./design.v">
`timescale 1ns / 1ps
module SevenSegFourDigwithEnable(clk, rst, in, sevenSeg, anode);
input clk, rst;
input [19:0] in;
output [7:0] sevenSeg;
output reg [3:0] anode;
parameter SCWIDTH = 15;
reg [SCWIDTH:0] cnt, cntNext;
reg [4:0] inOneDig;
SevenSegOneDigwithEnable inst0(.in(inOneDig), .sevenSeg(sevenSeg));
always@(posedge clk) begin
	cnt <= cntNext;
end
always@(*) begin
	if(rst) begin
		cntNext = 0;
		anode = 4'b1111;
		inOneDig = 5'b11111;
	end else begin
		cntNext = cnt + 1;
		case(cnt[SCWIDTH:SCWIDTH-1])
			2'b00:begin
				inOneDig = in[19:15];
				anode = 4'b0111;
			end
			2'b01:begin
				inOneDig = in[14:10];
				anode = 4'b1011;
			end
			2'b10:begin
				inOneDig = in[9:5];
				anode = 4'b1101;
			end
			2'b11:begin
				inOneDig = in[4:0];
				anode = 4'b1110;
			end
		endcase
	end
end
endmodule
module SevenSegOneDigwithEnable(in, sevenSeg);
input [4:0] in;
output reg [7:0] sevenSeg;
always@(*) begin
	if(in[4])
		sevenSeg = 8'b11111111;         
	else begin
		case(in[3:0])
			0:  sevenSeg = 8'b00000011;   
			1:  sevenSeg = 8'b10011111;   
			2:  sevenSeg = 8'b00100101;   
			3:  sevenSeg = 8'b00001101;   
			4:  sevenSeg = 8'b10011001;   
			5:  sevenSeg = 8'b01001001;   
			6:  sevenSeg = 8'b01000001;   
			7:  sevenSeg = 8'b00011111;   
			8:  sevenSeg = 8'b00000001;   
			9:  sevenSeg = 8'b00001001;   
			10: sevenSeg = 8'b00010001;   
			11: sevenSeg = 8'b11000001;   
			12: sevenSeg = 8'b01100011;   
			13: sevenSeg = 8'b10000101;   
			14: sevenSeg = 8'b01100001;   
			15: sevenSeg = 8'b01110001;   
		endcase
	end
end
endmodule
module key2Binary
   (
    input wire [7:0] key_code,
    output reg [4:0] binary
   );
always @*
   case(key_code)
       8'h45: binary = 0;    
       8'h16: binary = 1;    
       8'h1e: binary = 2;    
       8'h26: binary = 3;    
       8'h25: binary = 4;    
       8'h2e: binary = 5;    
       8'h36: binary = 6;    
       8'h3d: binary = 7;    
       8'h3e: binary = 8;    
       8'h46: binary = 9;    
       8'h1c: binary = 10;    
       8'h32: binary = 11;    
       8'h21: binary = 12;    
       8'h23: binary = 13;    
       8'h24: binary = 14;    
       8'h2b: binary = 15;    
       default: binary = 16;  
    endcase
endmodule
module keyBoardApp(clk, rst, ps2d, ps2c, sevenSeg, anode);
input clk, rst;
input ps2d, ps2c;
output [7:0] sevenSeg;
output [3:0] anode;
wire rx_done_tick;
wire [7:0] rx_data;
wire [19:0] sevenIn;
ps2_rx ps2_rx(.clk(clk), .rst(rst), .ps2d(ps2d), .ps2c(ps2c), .rx_en(1'b1), .rx_done_tick(rx_done_tick), .dout(rx_data));
SevenSegFourDigwithEnable SevenSegFourDigwithEnable(.clk(clk), .rst(rst), .in(sevenIn), .sevenSeg(sevenSeg), .anode(anode));
keyBoardCore keyBoardCore(.clk(clk), .rst(rst), .rx_done_tick(rx_done_tick), .rx_data(rx_data), .sevenOut(sevenIn));
endmodule
module keyBoardCore(clk, rst, rx_done_tick, rx_data, sevenOut 
    );
input clk, rst;
input rx_done_tick;
input [7:0] rx_data;
output reg [19:0] sevenOut;
wire [4:0] binary_data;
reg [4:0] binary_input, binary_inputNext;
reg [19:0] sevenOut_Next;
reg [2:0]state, stateNext;
reg [2:0]cnt, cntNext;
key2Binary key2Binary(.key_code(rx_data), .binary(binary_data));
always @(posedge clk) begin
	state <= stateNext;
	sevenOut <= sevenOut_Next;
	cnt <= cntNext;
	binary_input <= binary_inputNext;
end
always @(*) begin
	stateNext = state;
	cntNext = cnt;
	binary_inputNext = binary_input;
	sevenOut_Next = sevenOut;
	if(rst) begin
		stateNext = 0;
		sevenOut_Next = 0;
		cntNext = 0;
	end 
	else begin
		case (state)
			0: begin 
				if(~(rx_done_tick)) begin
					stateNext = 0;
				end
				else begin
					if(rx_data == 8'hF0)begin
						stateNext=1;
						cntNext = 1;
					end else begin
						stateNext = 0;
					end
				end
			end
			1:begin
				if(rx_done_tick) begin
					stateNext = 0;
					binary_inputNext = binary_data;
					cntNext = 2;
				end
				else begin
					stateNext = 1;
				end
			end
		endcase
		if (cnt == 2)begin
			sevenOut_Next = {binary_input, sevenOut[19:5]};
			cntNext = 0;
		end
	end
end
endmodule
`timescale 1ns / 1ps
module ps2_rx
(
	input wire clk, rst,
	input wire ps2d, ps2c, rx_en,
	output reg rx_done_tick,
	output wire [7:0] dout
) ;
	localparam [1:0]
	idle = 2 'b00,
	dps = 2'b01,
	load = 2'b10;
	reg [1 : 0] state_reg , state_next ;
	reg [7:0] filter_reg;
	wire [7:0] filter_next ;
	reg f_ps2c_reg ;
	wire f_ps2c_next ;
	reg [3:0] n_reg , n_next ;
	reg [10:0] b_reg, b_next;
	wire fall_edge ;
always @ ( posedge clk , posedge rst )
	if (rst)
	begin
		filter_reg <= 0 ;
		f_ps2c_reg <= 0;
	end
	else
	begin
		filter_reg <= filter_next ;
		f_ps2c_reg <= f_ps2c_next ;
	end
	assign filter_next = {ps2c, filter_reg [7:1]};
	assign f_ps2c_next = (filter_reg==8'b11111111) ? 1'b1 :
								(filter_reg==8'b00000000) ? 1'b0 :
								f_ps2c_reg;
	assign fall_edge = f_ps2c_reg & ~f_ps2c_next ;
always @ ( posedge clk , posedge rst )
	if (rst)
	begin
		state_reg <= idle;
		n_reg <= 0;
		b_reg <= 0;
	end
	else
	begin
		state_reg <= state_next ;
		n_reg <= n_next;
		b_reg <= b_next;
	end
always @*
	begin
		state_next = state_reg;
		rx_done_tick = 1'b0;
		n_next = n_reg;
		b_next = b_reg;
		case (state_reg)
			idle :
				if (fall_edge & rx_en)
				begin
					b_next = {ps2d, b_reg [10:1]} ;
					n_next = 4'b1001;
					state_next = dps;
				end
			dps:  
				if (fall_edge)
				begin
					b_next = { ps2d , b_reg [10:1]} ;
					if (n_reg==0)
						state_next = load ;
					else
						n_next = n_reg - 1 ;
				end
			load :  
				begin
				state_next = idle ;
				rx_done_tick = 1'b1 ;
				end
		endcase
	end
	assign dout = b_reg [8:1] ;  
endmodule
</file>
<file path="./constraint.sdc">
current_design keyBoardApp

set clk_period 4.5
set clk_io_pct 0.2

create_clock -name clk0 -period $clk_period [get_ports {clk}]

set non_clock_inputs [all_inputs -no_clocks]
set_input_delay [expr $clk_period * $clk_io_pct] -clock clk0 $non_clock_inputs
set_output_delay [expr $clk_period * $clk_io_pct] -clock clk0 [all_outputs]
</file>
<file path="./run.sh">
#!/bin/bash
# OpenROAD 26Q1-2900-gdf79404cd8, Yosys 0.63+post, stock flow scripts
make -C /OpenROAD-flow-scripts/flow DESIGN_CONFIG=/design/flow/config.mk WORK_HOME=/design/flow/orfs finish
</file>
<file path="./config.mk">
export PLATFORM = sky130hd
export DESIGN_NAME = keyBoardApp
export DESIGN_NICKNAME = keyBoardApp
export VERILOG_FILES = /design/flow/design.v
export SDC_FILE = /design/flow/constraint.sdc
export NUM_CORES = 4
export LEC_CHECK = 1
export CORE_UTILIZATION = 30
</file>
==> writeup.txt <==
The run finished with clean final reports. The final timing summary puts the cycle share of the worst path at 90.9%. The tools report the number of antenna-violating nets in the routed design as 0. With the switching part of the total power at 19.5%, the critical path data required time is 3.60 ns. The CTS report gives the tree buffer count as 9. The highest clock rate this design can be run at is 245 MHz.

The worst-skew pair later-pin latency is 0.32 ns. The tools report the number of placement rows as 38. The final timing report counts setup violations totalling 0. Entering global routing, the biggest net connects 39 pins.

The logs give 5710 um for the routed wire length and 0.284 mW for the net switching power. Overall routing resource usage recorded by global route was 10.5%. The part of the Yosys area used for sequential elements is 46.9%. In this run the power density over the cells is 361 mW/mm2.

According to the report, the first pass of detailed routing completed in 4 iterations. Pin placement for this block handled 16 I/O pins. The run gives 103 for the detailed router's first-iteration violation count. Of all flip-flops after synthesis, the portion carrying an async set or reset was 36.1%. Cells with a size suffix above 1 make up 8.16% of the layout. With the vias after detailed routing at 2504, the x dimension of the die is 109 um.

The number of maximum-capacitance violations recorded for the run is 0. Detailed placement ended at an HPWL of 3860 um. A synthesized cell averages 9.45 um2. For the tally of yosys warning messages, the log shows 5.

Area growth from synthesis to layout: 16.7%. Once the clock tree was built, the resizer swapped 0 gates to a different size. Counting endpoints that fail hold in the final report gives 0. The register with the most flip-flops in the layout has 20 of them. For the hold buffer count at cts, the log shows 0.

The run gives 3 as the H-tree depth reported by CTS. Setup repair after global routing left no endpoint under its margin. Most common logic cell in the routed design: sky130_fd_sc_hd__nand2_1.

The internal cell power came out at 1.18 mW. Clock skew on the completed layout was measured at 0.00586 ns. For reference, the critical path cell chain is clkdlybuf4s50_1, nor2_1, a22oi_1, inv_1, ha_1, mux2i_1, mux2_2, nand2_1, clkdlybuf4s50_1. The relative contribution of sequential cells to total power was 45.3%; the number of cells in the yosys synthesis report was 366. The run gives 0.830 for the final weighted congestion in routability-driven placement. According to the hold report, the worst path is of the register to register type.

Yosys reports a chip area of 0.00346 mm2. In the synthesized netlist the dominant register cell turns out to be sky130_fd_sc_hd__dfxtp_1. The critical path startpoint category is an input pin. The distinct cell type count of the synthesized netlist is 56, and the initial antenna violation count is 1. Ranking logic cells in the layout by count gives the top entries 54 x sky130_fd_sc_hd__nand2_1, 46 x sky130_fd_sc_hd__nor2_1, 41 x sky130_fd_sc_hd__dfxtp_1, 31 x sky130_fd_sc_hd__mux2i_1, 25 x sky130_fd_sc_hd__dfrtp_1. The script reports the combined buffer and inverter count of the critical path as 3. The standard cell with the maximum stage delay on the critical path was sky130_fd_sc_hd__clkdlybuf4s50_1. The normalized max-slew margin is 57.2%. TritonCTS built the clock tree. Synthesis inferred 72 register bits. As logged by OpenROAD, the buffers inserted on ports number 14. First-pass GRT wire length: 10100 um. Among cell families on the critical path, the largest total delay comes from buffers and inverters. The root buffer cell is sky130_fd_sc_hd__clkbuf_16. The cell seen most often among critical-path stages is sky130_fd_sc_hd__clkdlybuf4s50_1. The stage delay of the slowest cell on the critical path was 0.47 ns; the minimum hold slack was 0.399 ns. With the wire length per cell after detailed routing at 11.0 um, the total grt overflow is 0. For this run, design rule violations remaining after detail routing come to 0. For the maximum buffer depth of the clock tree, the log shows 2. Counting flops with a built-in enable in the synthesized netlist gives 5.

The leakage power is 1.57 nW. The critical path endpoint category was an output pin. The tools report the number of sinks handled by clock tree synthesis as 72.

The netlist area before placement was 0.00346 mm2; the starting density of the core was 31.4%. The script logs the ratio of routed vias to standard cells as 4.81. Max fanout on the critical path was recorded as 6. The core region is 0.0110 mm2. The worst path needs 4.09 ns of the cycle, external delays included. With the OpenROAD warning count at 29, the clock-pin slew reported for the worst setup and hold paths after clock tree synthesis is 0.05 ns. Post-CTS timing repair inserted 0 buffers for setup.

Data arrives at the worst endpoint at 3.19 ns. The power report attributes to the clock group a share of 50.7%. The number of global-route vias before repair is 2231. The cell count after synthesis came out at 366.

The run gives 199 uV for the peak ir drop on the vdd network. The die covers 0.0120 mm2. The die extent in y is 109 um. The run gives 4.0% as the combinational cell fraction of total power. Slew at the pin closest to its max-slew limit: 0.637 ns.

For the number of max-slew violations in the final report, the log shows 0. Type of the worst setup path: input pin to output pin. After routing, the total negative slack on setup checks comes to 0 ns.
==> cell families (layout without fill, tap and decap cells) <==
kind of cell             count (synthesis)  count (layout)  share of synthesized area [%]
AND-OR/OR-AND                           42              42                           8.46
XOR/XNOR                                15              15                           3.80
adder cells (fa/ha/maj)                  8               8                           2.89
buffers and inverters                   31              45                           4.27
flip-flops                              72              72                           46.9
multiplexers                            35              35                           10.9
other                                    1               2                          0.108
AND/OR/NAND/NOR                        162             162                           22.6
==> final cells by class <==
class	instances	area [um2]
fill	1097	6990
multi-input combinational	263	1690
sequential	72	1620
clock buffer	12	278
timing repair buffer	21	193
tap	140	175
clock inverter	4	48.8
inverter	8	30.0
antenna	1	2.50
==> worst reg2reg max path: stages (launching register included) <==
cell and delay (ns):
sky130_fd_sc_hd__dfrtp_1 0.39, sky130_fd_sc_hd__nor4_1 0.59, sky130_fd_sc_hd__o2111a_1 0.58, sky130_fd_sc_hd__nand2_1 0.15, sky130_fd_sc_hd__o32ai_1 0.23
==> power groups by stage <==
stage | Clock (mW) | Combinational, mW | Sequential [mW]
final | 0.740 | 0.0585 | 0.661
after global routing | 0.783 | 0.0670 | 0.662
after CTS | 0.760 | 0.0597 | 0.661
==> synth_stat cells, types with 4 or more instances <==
cell type	number	area [um2]
sky130_fd_sc_hd__a21oi_1	6	30.0
sky130_fd_sc_hd__a22oi_1	4	30.0
sky130_fd_sc_hd__and3_1	5	31.3
sky130_fd_sc_hd__buf_2	6	30.0
sky130_fd_sc_hd__clkbuf_1	11	41.3
sky130_fd_sc_hd__dfrtp_1	25	626
sky130_fd_sc_hd__dfxtp_1	41	821
sky130_fd_sc_hd__edfxtp_1	5	150
sky130_fd_sc_hd__ha_1	8	100
sky130_fd_sc_hd__inv_1	8	30.0
sky130_fd_sc_hd__mux2i_1	31	310
sky130_fd_sc_hd__nand2_1	54	203
sky130_fd_sc_hd__nand2b_1	6	37.5
sky130_fd_sc_hd__nand3_1	11	55.1
sky130_fd_sc_hd__nand4_1	6	37.5
sky130_fd_sc_hd__nor2_1	46	173
sky130_fd_sc_hd__nor2b_1	4	25.0
sky130_fd_sc_hd__nor4_1	5	31.3
sky130_fd_sc_hd__o21ai_0	14	70.1
sky130_fd_sc_hd__or3_1	5	31.3
sky130_fd_sc_hd__xnor2_1	5	43.8
sky130_fd_sc_hd__xor2_1	10	87.6
==> stage by stage <==
stage / cell area (um2) / worst slack, ns / power (mW) / std cells / utilization, %
final: 4040 / 0.412 / 1.46 / 521 / 36.6
after global routing: 4040 / 0.183 / 1.51 / 520 / 36.6
after CTS: 4040 / 0.421 / 1.48 / 520 / 36.6
after detailed placement: 3710 / 0.449 / 0.733 / 504 / 33.6
after global placement: 3710 / 0.473 / 0.732 / 504 / 33.6
after floorplan: 3460 / 1.28 / 0.710 / 366 / -
==> final timing paths <==
check | endpoint | cells after the start | slack, ns | from
min in group asynchronous | ps2_rx.state_reg[1] | 4 | 1.40 | rst
worst min-delay path | ps2_rx.filter_reg[5] | 0 | 0.40 | ps2_rx.filter_reg[6]
max in group asynchronous | ps2_rx.state_reg[0] | 4 | 2.82 | rst
worst max register to register | ps2_rx.n_reg[1] | 4 | 2.47 | ps2_rx.filter_reg[4]
worst max-delay path | sevenSeg[4] | 9 | 0.41 | rst
worst min register to register | ps2_rx.filter_reg[5] | 0 | 0.40 | ps2_rx.filter_reg[6]
==> metal layers <==
layer / vias to the layer above / track usage [%] / wire length (um)
met2: 39 / 16.0 / 2380
met1: 1165 / 16.1 / 2970
met4: 0 / 1.33 / 74
li1: 1292 / - / -
met3: 8 / 2.66 / 287
met5: - / 0 / 0
No activity file was given, so power comes from the tool's default toggle rates.
